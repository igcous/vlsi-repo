<file path="design/flow/run.sh">
#!/bin/bash
# OpenROAD 26Q1-2900-gdf79404cd8, Yosys 0.63+post, stock flow scripts
make -C /OpenROAD-flow-scripts/flow DESIGN_CONFIG=/design/flow/config.mk WORK_HOME=/design/flow/orfs finish
</file>
<file path="design/flow/config.mk">
export PLATFORM = sky130hd
export DESIGN_NAME = amba_master
export DESIGN_NICKNAME = amba_master
export VERILOG_FILES = /design/flow/design.v
export SDC_FILE = /design/flow/constraint.sdc
export NUM_CORES = 4
export LEC_CHECK = 1
export CORE_UTILIZATION = 30
</file>
<file path="design/flow/constraint.sdc">
current_design amba_master

set clk_period 1.5
set clk_io_pct 0.2

create_clock -name clk0 -period $clk_period [get_ports {clk}]

set non_clock_inputs [all_inputs -no_clocks]
set_input_delay [expr $clk_period * $clk_io_pct] -clock clk0 $non_clock_inputs
set_output_delay [expr $clk_period * $clk_io_pct] -clock clk0 [all_outputs]
</file>
<file path="design/flow/design.v">
`timescale 1ns / 1ps
package amba_pkg;
	parameter DWIDTH         = 32                ;
	parameter AWIDTH         = 32                ;
	parameter TCLK           = 10                ;
	parameter MEM_HEIGHT     = 1024              ;
	parameter MEM_WIDTH      = 32                ;
	parameter MEM_ADDR_WIDTH = $clog2(MEM_HEIGHT);
	parameter SWIDTH         = 16                ;
	parameter S_ADDR_WIDTH   = $clog2(SWIDTH)    ;
	parameter input_filepath = "C:/Users/AK124602/Documents/Vivado/2021.2/ahb_v1/scripts/python/in_instr.mem";
	parameter output_filepath = "C:/Users/AK124602/Documents/Vivado/2021.2/ahb_v1/scripts/python/out.mem";
endpackage : amba_pkg
`timescale 1ns / 1ps
package ahb_fir_pkg;
	parameter DWIDTH         = 32                ;
	parameter AWIDTH         = 32                ;
	parameter TCLK           = 10                ;
	parameter SWIDTH         = 16                ;
	parameter S_ADDR_WIDTH   = $clog2(SWIDTH)    ;
	parameter input_filepath = "C:/Users/AK124602/Documents/vlsi-repo/ahb_fir/python/in_amba_instr.mem";
	parameter output_filepath = "C:/Users/AK124602/Documents/vlsi-repo/ahb_fir/python/out_wave.mem";
	parameter MEM_HEIGHT     = 1024              ;
	parameter MEM_WIDTH      = 32                ;
	parameter MEM_ADDR_WIDTH = $clog2(MEM_HEIGHT);
	parameter incoefs_filepath = "C:/Users/AK124602/Documents/vlsi-repo/ahb_fir/python/in_coefs.mem";
	parameter BIT_PREC = 8;
	parameter TAPS = 20;
	parameter OUT_SIZE = 2*BIT_PREC+$clog2(TAPS-1);
endpackage : ahb_fir_pkg
`timescale 1ns / 1ps
package fir_pkg;
	parameter TCLK = 2;
	parameter in_wave_filepath = "C:/Users/AK124602/Documents/vlsi-repo/ahb_fir/submodules/fir_plus_fifo/python/inwave.mem";
	parameter in_coefs_filepath = "C:/Users/AK124602/Documents/vlsi-repo/ahb_fir/submodules/fir_plus_fifo/python/incoefs.mem";
	parameter out_wave_filepath = "C:/Users/AK124602/Documents/vlsi-repo/ahb_fir/submodules/fir_plus_fifo/python/outwave.mem";
	parameter DWIDTH   = 32                       ;
	parameter TAPS     = 20                       ;
	parameter BIT_PREC = 8                        ;
	parameter OUT_SIZE = 2*BIT_PREC+$clog2(TAPS-1);
endpackage : fir_pkg
`timescale 1ns / 1ps
package fir_pkg;
	parameter TCLK = 2;
	parameter in_wave_filepath = "C:/Users/AK124602/Documents/vlsi-repo/fir/python/inwave.mem";
	parameter in_coefs_filepath = "C:/Users/AK124602/Documents/vlsi-repo/fir/python/incoefs.mem";
	parameter out_wave_filepath = "C:/Users/AK124602/Documents/vlsi-repo/fir/python/outwave.mem";
	parameter DWIDTH   = 32                              ;
	parameter TAPS     = 20                              ;
	parameter BIT_PREC = 8                               ;
	parameter OUT_SIZE = 2*BIT_PREC+$clog2(TAPS-1);
endpackage : fir_pkg
`timescale 1ns / 1ps
package spi_pkg;
	parameter TCLK = 2;
	parameter input_filepath = "C:/Users/AK124602/Documents/vlsi-repo/new_spi_v8/python/in_instr_2.mem";
	parameter output_filepath = "C:/Users/AK124602/Documents/vlsi-repo/new_spi_v8/python/out.mem";
	parameter DWIDTH     = 32                            ;  
	parameter MEM_WIDTH  = 32                            ;
	parameter MEM_HEIGHT = 1024                          ;
	parameter AWIDTH     = $clog2(MEM_WIDTH*MEM_HEIGHT/8);  
	parameter NSLAVES       = 4                 ;  
	parameter S_ADDR_WIDTH = $clog2(NSLAVES)    ;  
endpackage : spi_pkg
`timescale 1ns / 1ps
package spic_pkg;
	parameter TCLK = 2;
	parameter input_filepath = "C:/Users/AK124602/Documents/vlsi-repo/spic/python/in_instr.mem";
	parameter output_filepath = "C:/Users/AK124602/Documents/vlsi-repo/spic/python/out.mem";
	parameter DWIDTH = 32;  
	parameter MEM_WIDTH  = 32  ;
	parameter MEM_HEIGHT = 1024;
	parameter AWIDTH     = 32                     ;  
	parameter INSTR_SIZE = AWIDTH+DWIDTH+6        ;  
	parameter S_DATA_SIZE  = INSTR_SIZE-S_ADDR_WIDTH;  
	parameter NSLAVES      = 4              ;  
	parameter S_ADDR_WIDTH = $clog2(NSLAVES);  
endpackage : spic_pkg
`timescale 1ns / 1ps
import amba_pkg::*;
module amba_master (
	input  logic                             clk          ,
	input  logic                             rst_n        ,
	input  logic [(DWIDTH+AWIDTH+3+2+1)-1:0] amba_instr   ,
	input  logic                             amba_en      ,
	output logic                             amba_wr_flg  ,
	output logic                             instr_rd     ,
	output logic [               DWIDTH-1:0] amba_slv_data,
	output logic [               AWIDTH-1:0] amba_slv_addr,
	input  logic                             hready       ,
	input  logic [               DWIDTH-1:0] hrdata       ,
	output logic [               AWIDTH-1:0] haddr        ,
	output logic                             hwrite       ,
	output logic [                      2:0] hsize        ,
	output logic [                      1:0] htrans       ,
	output logic [               DWIDTH-1:0] hwdata
);
	logic hwrite_1;
	logic valid_transaction;
	assign instr_rd = hready;
	assign amba_slv_data = hrdata;
	assign amba_wr_flg = hready && (~hwrite_1) && valid_transaction;
	always_ff @(posedge clk or negedge rst_n) begin
		if (~rst_n) begin
			hwrite_1      <= '1;   
			amba_slv_addr <= '0;
		end else if (hready) begin
			if (amba_en) begin
				valid_transaction <= 1'b1;
				hwrite_1      <= hwrite;  
				amba_slv_addr <= amba_instr[DWIDTH+AWIDTH-1:DWIDTH];
			end else begin
				valid_transaction <= 1'b0;
			end
		end
	end
	assign haddr  = amba_en ? amba_instr[DWIDTH+AWIDTH-1:DWIDTH] : '0;
	assign hwrite = amba_en ? amba_instr[DWIDTH+AWIDTH+2+3] : '0;
	assign hsize  = amba_en ? amba_instr[DWIDTH+AWIDTH+2+3-1:DWIDTH+AWIDTH+2] : '0;
	assign htrans = amba_en ? amba_instr[DWIDTH+AWIDTH+2-1:DWIDTH+AWIDTH] : 2'b00;
	always_ff @(posedge clk) begin
		if ((hwrite)&&(hready)) begin
			case (hsize)
				0 : begin  
					hwdata <= {4{amba_instr[8-1:0]}};
				end
				1 : begin  
					hwdata <= {2{amba_instr[16-1:0]}};
				end
				2 : begin  
					hwdata <= amba_instr[DWIDTH-1:0];
				end
			endcase
		end
	end
endmodule
</file>
==> qor.csv <==
metric,value,unit
gp weighted congestion,0.7386,
# hold bufs at CTS,0,
die area,0.01106,mm2
Sink Count,66,
Synth Cell Area,0.003192,mm2
minimum clock period,1.458,ns
Setup Crit Path Kind,in2out,
leak pwr,2.380,nW
Design Power,0.004711,W
CP Data Required Time,1.20,ns
cell-internal power,0.003697,W
CP Max Fanout,7,
sequential share of power,45.3,%
I/O pin count,242,
Clk pwr share,34.6,%
yosys warns,1,
Vias,2528,
pin count of the biggest net entering global routing,34,
RR Startpoint,amba_slv_addr[21]$_DFFE_PN0P_,
status,finished clean,
Finish-stage setup viols,0,
CTS buffer count,9,
clock latency on the worst-skew pair,0.33,ns
clock skew,0,ns
Die Y,105.1,um
yosys stat area,0.003192,mm2
Final Max Slew Viols,0,
CP Capture Type,primary output,
initial antenna violation count,0,
RSZ-0062 raised after global routing,false,
combinational share of power,20.1,%
"Hold Vio Cnt, Final",0,
Startpoint Class,input port,
final worst-path cycle share,97.20,%
core area,0.01032,mm2
Max IR drop VDD,0.0005038,V
synthesis-stage register bit count,66,
Max Clk Rate,685.9,MHz
via/cell ratio,4.490,
WP data arrival,1.16,ns
grt ovf,0,
gr usage total,15.84,%
drt pass-1 iters,4,
sw frac,21.53,%
post-DR wirelength/cell,14.70,um
Die Span X,105.1,um
Syn-to-layout area delta,70.21,%
maximum clock insertion buffer count,2,
synth unique cells,19,
Starting Density,30.92,%
DRC,0,
syn_area_per_cell,13.19,um2
ys cells,242,
layout cells sized above 1,25.76,%
Placed Area,0.005141,mm2
vias in the first global route,2589,
Hold Startpoint,amba_en,
Critical Path Start,amba_instr[67],
# H-tree levels,3,
I/O Buffers,177,
Rel. slew slack,56.76,%
"wirelength, routed",8277,um
Detail Route Antenna Nets,0,
Switch Pwr,0.001014,W
CTS Root Cell,clkbuf_8,
diode count,0,
worst-margin pin slew,0.6443,ns
num rows,37,
power per cell area,867.2,mW/mm2
first-pass GRT wire length,13250,um
1st-iter DRT viols,53,
worst hold-check path type,in2reg,
DP HPWL,5885,um
Tool Warnings,26,
CTS tree,yes,
final instance area,0.005433,mm2
Mapped Cells,242,
Clock Pin Slew Worst Setup and Hold Paths,0.07,ns
max-cap violation count,0,
register share after synthesis,56.96,%
-- critical path, cell delays in order --
cell	delay (ns)
clkbuf_4	0.16
buf_4	0.11
and2_1	0.11
clkdlybuf4s50_1	0.49
-- cells by family (layout without fill, tap and decap cells) --
family	Yosys count	count (layout)	synth area share, %
AOI/OAI and AO/OA	18	18	4.077
buffers and inverters	46	231	9.918
xor gates and xnor gates	1	1	0.2745
muxes	49	49	17.29
DFF	66	66	56.96
and+or+nand+nor	62	62	11.49
-- path summary, 6_finish.rpt --
kind	endpoint	slack (ns)	cells past startpoint
max	hsize[1]	0.04	4
min	valid_transaction$_DFFE_PP_	0.32	2
max reg2reg	amba_slv_addr[21]$_DFFE_PN0P_	0.64	2
min reg2reg	amba_slv_addr[11]$_DFFE_PN0P_	0.50	1
max in group asynchronous	hwrite_1$_DFFE_PN1P_	0.72	2
min in group asynchronous	amba_slv_addr[12]$_DFFE_PN0P_	0.44	2
-- repair_timing --
item | CTS | global route
cloned | 2 | 0
pin swaps | 16 | 0
setup endpoints to repair | 94 | 45
buffers inserted | 0 | 1
gates resized | 65 | 30
-- synthesized netlist by cell type (all sizes together) --
master / count / area share, %
mux2: 49 / 17
and2: 39 / 7.6
buf: 39 / 9.1
edfxtp: 33 / 31
dfrtp: 32 / 25
nand2: 10 / 1.2
nand3: 9 / 1.4
o21ai: 9 / 1.4
a221o: 8 / 2.5
clkbuf: 7 / 0.82
and3b: 2 / 0.55
a21oi: 1 / 0.16
dfstp: 1 / 0.82
nor2b: 1 / 0.43
or3b: 1 / 0.27
xor2: 1 / 0.27
-- power by group through the flow --
stage | combinational (W) | sequential (W) | clock (W)
6_report | 0.000947 | 0.00213 | 0.00163
5_1_grt | 0.00104 | 0.00216 | 0.00176
4_1_cts | 0.000990 | 0.00214 | 0.00170
-- cells in the final DEF (no fill, tap or decap) --
cell type and count:
dfrtp_1 32, and2_1 39, edfxtp_1 33, bufinv_16 2, clkinv_2 1, mux2_2 49
dlymetal6s2s_1 23, a221o_1 8, o21ai_1 1, buf_12 6, inv_6 1, dlygate4sd2_1 38
clkbuf_2 1, clkbuf_8 9, clkbuf_4 1, nor2b_4 1, dfstp_2 1, clkinvlp_4 2
clkdlybuf4s50_1 111, o21ai_0 8, buf_16 1, or3b_1 1, xor2_1 1, buf_2 1
and3b_1 2, buf_8 2, clkinv_1 1, nand3_1 9, buf_4 31, a21oi_4 1
nand2_1 10
-- through the flow --
stage / utilization, % / hold slack, ns / TNS (ns) / std cells / setup WS, ns
after floorplan: - / 0.004409 / -1.681 / 242 / -0.05252
after global placement: 49.80 / 0.4877 / -50.34 / 544 / -0.5386
after detailed placement: 49.80 / 0.4919 / -54.07 / 544 / -0.5625
after CTS: 51.82 / 0.3094 / 0 / 562 / 0.001885
after global routing: 52.62 / 0.3133 / 0 / 563 / 0.002244
final: 52.62 / 0.3178 / 0 / 563 / 0.04198
-- layer usage --
layer  share of wire [%]  up-vias  GRT usage [%]  wire length [um]
met5                   0        -              0                 0
met1                  40     1157          22.24              3305
met4                 2.3        0          3.823               187
met3                  11       28          4.956               902
met2                  47      148          24.83              3882
li1                    -     1195              -                 -
-- cell type report --
cell class	instances	area, um2
Fill cell	906	4891
Timing Repair Buffer	215	2160
Sequential cell	66	1818
Multi-Input combinational cell	130	1069
Tap cell	136	170.2
Clock buffer	9	123.9
Clock inverter	7	92.59
-- registers in the layout, summed over array words and instances, names as in the netlist --
signal / cells
valid_transaction: 1
amba_slv_addr: 32
hwdata: 32
hwrite_1: 1
Power is estimated from default activity; no workload was simulated.
