**flow/design.v**
```verilog
`timescale 1ns / 1ps
package amba_pkg;
	parameter DWIDTH         = 32                ;
	parameter AWIDTH         = 32                ;
	parameter TCLK           = 10                ;
	parameter MEM_HEIGHT     = 1024              ;
	parameter MEM_WIDTH      = 32                ;
	parameter MEM_ADDR_WIDTH = $clog2(MEM_HEIGHT);
	parameter SWIDTH         = 16                ;
	parameter S_ADDR_WIDTH   = $clog2(SWIDTH)    ;
	parameter input_filepath = "C:/Users/AK124602/Documents/Vivado/2021.2/ahb_v1/scripts/python/in_instr.mem";
	parameter output_filepath = "C:/Users/AK124602/Documents/Vivado/2021.2/ahb_v1/scripts/python/out.mem";
endpackage : amba_pkg
`timescale 1ns / 1ps
package ahb_fir_pkg;
	parameter DWIDTH         = 32                ;
	parameter AWIDTH         = 32                ;
	parameter TCLK           = 10                ;
	parameter SWIDTH         = 16                ;
	parameter S_ADDR_WIDTH   = $clog2(SWIDTH)    ;
	parameter input_filepath = "C:/Users/AK124602/Documents/vlsi-repo/ahb_fir/python/in_amba_instr.mem";
	parameter output_filepath = "C:/Users/AK124602/Documents/vlsi-repo/ahb_fir/python/out_wave.mem";
	parameter MEM_HEIGHT     = 1024              ;
	parameter MEM_WIDTH      = 32                ;
	parameter MEM_ADDR_WIDTH = $clog2(MEM_HEIGHT);
	parameter incoefs_filepath = "C:/Users/AK124602/Documents/vlsi-repo/ahb_fir/python/in_coefs.mem";
	parameter BIT_PREC = 8;
	parameter TAPS = 20;
	parameter OUT_SIZE = 2*BIT_PREC+$clog2(TAPS-1);
endpackage : ahb_fir_pkg
`timescale 1ns / 1ps
package fir_pkg;
	parameter TCLK = 2;
	parameter in_wave_filepath = "C:/Users/AK124602/Documents/vlsi-repo/ahb_fir/submodules/fir_plus_fifo/python/inwave.mem";
	parameter in_coefs_filepath = "C:/Users/AK124602/Documents/vlsi-repo/ahb_fir/submodules/fir_plus_fifo/python/incoefs.mem";
	parameter out_wave_filepath = "C:/Users/AK124602/Documents/vlsi-repo/ahb_fir/submodules/fir_plus_fifo/python/outwave.mem";
	parameter DWIDTH   = 32                       ;
	parameter TAPS     = 20                       ;
	parameter BIT_PREC = 8                        ;
	parameter OUT_SIZE = 2*BIT_PREC+$clog2(TAPS-1);
endpackage : fir_pkg
`timescale 1ns / 1ps
package fir_pkg;
	parameter TCLK = 2;
	parameter in_wave_filepath = "C:/Users/AK124602/Documents/vlsi-repo/fir/python/inwave.mem";
	parameter in_coefs_filepath = "C:/Users/AK124602/Documents/vlsi-repo/fir/python/incoefs.mem";
	parameter out_wave_filepath = "C:/Users/AK124602/Documents/vlsi-repo/fir/python/outwave.mem";
	parameter DWIDTH   = 32                              ;
	parameter TAPS     = 20                              ;
	parameter BIT_PREC = 8                               ;
	parameter OUT_SIZE = 2*BIT_PREC+$clog2(TAPS-1);
endpackage : fir_pkg
`timescale 1ns / 1ps
package spi_pkg;
	parameter TCLK = 2;
	parameter input_filepath = "C:/Users/AK124602/Documents/vlsi-repo/new_spi_v8/python/in_instr_2.mem";
	parameter output_filepath = "C:/Users/AK124602/Documents/vlsi-repo/new_spi_v8/python/out.mem";
	parameter DWIDTH     = 32                            ;  
	parameter MEM_WIDTH  = 32                            ;
	parameter MEM_HEIGHT = 1024                          ;
	parameter AWIDTH     = $clog2(MEM_WIDTH*MEM_HEIGHT/8);  
	parameter NSLAVES       = 4                 ;  
	parameter S_ADDR_WIDTH = $clog2(NSLAVES)    ;  
endpackage : spi_pkg
`timescale 1ns / 1ps
package spic_pkg;
	parameter TCLK = 2;
	parameter input_filepath = "C:/Users/AK124602/Documents/vlsi-repo/spic/python/in_instr.mem";
	parameter output_filepath = "C:/Users/AK124602/Documents/vlsi-repo/spic/python/out.mem";
	parameter DWIDTH = 32;  
	parameter MEM_WIDTH  = 32  ;
	parameter MEM_HEIGHT = 1024;
	parameter AWIDTH     = 32                     ;  
	parameter INSTR_SIZE = AWIDTH+DWIDTH+6        ;  
	parameter S_DATA_SIZE  = INSTR_SIZE-S_ADDR_WIDTH;  
	parameter NSLAVES      = 4              ;  
	parameter S_ADDR_WIDTH = $clog2(NSLAVES);  
endpackage : spic_pkg
`timescale 1ns / 1ps
import ahb_fir_pkg::*;
module ahb_fifo #(
	parameter MEM_SIZE = 4,
	parameter DWIDTH   = 8
) (
	input  logic                clk      ,
	input  logic                rst_n    ,
	input  logic                hsel     ,
	input  logic [  AWIDTH-1:0] haddr    ,
	input  logic [         2:0] hsize    ,
	input  logic                hwrite   ,
	input  logic [         1:0] htrans   ,
	input  logic [  DWIDTH-1:0] hwdata   ,
	input  logic                hready   ,
	output logic                hreadyout,
	output logic                hresp    ,
	output logic [  DWIDTH-1:0] hrdata   ,
	input  logic [OUT_SIZE-1:0] out_wave ,
	input  logic                write_en
);
	generate
		if (2**$clog2(MEM_SIZE) != MEM_SIZE) begin
			$error("The MEM_BYTE parameter must be a power of two.");
		end
	endgenerate
	parameter          AWIDTH                  = $clog2(MEM_SIZE);
	logic [DWIDTH-1:0] mem      [0:MEM_SIZE-1]                   ;
	logic [  AWIDTH:0] wptr                                      ;  
	logic [  AWIDTH:0] rptr                                      ;
	logic              empty_flg                                 ;
	logic              full_flg                                  ;
	logic [DWIDTH-1:0] wdata                                     ;
	logic              read_en                                   ;
	logic [DWIDTH-1:0] mem_out                                   ;
	logic                        hsel_1  ;
	logic [$clog2(MEM_SIZE)-1:0] haddr_1 ;
	logic                        hwrite_1;
	logic [                 2:0] hsize_1 ;
	logic [                 1:0] htrans_1;
	always_ff @(posedge clk or negedge rst_n) begin
		if(~rst_n) begin
			hsel_1   <= '0;
			haddr_1  <= '0;
			hwrite_1 <= '0;
			hsize_1  <= '0;
			htrans_1 <= '0;  
		end else if (hready) begin
			hsel_1   <= hsel;
			haddr_1  <= haddr[$high(haddr_1):$low(haddr_1)];
			hwrite_1 <= hwrite;
			hsize_1  <= hsize;
			htrans_1 <= htrans;
		end
	end
	assign hreadyout = 1'b1;
	assign hresp     = 1'b0;
	assign mem_out   = mem[rptr[AWIDTH-1:0]];
	always_comb begin
		if ((htrans_1[1])&&(~hwrite_1)&&(hsel_1)) begin
			hrdata = {empty_flg,mem_out[DWIDTH-2:0]};
		end else begin
			hrdata = '0;
		end
	end
	assign wdata   = {{(DWIDTH-OUT_SIZE){1'b0}},out_wave};
	assign read_en = hsel_1;
	always_ff @(posedge clk or negedge rst_n) begin
		if (~rst_n) begin
			wptr <= '0;
			rptr <= '0;
		end else if (write_en) begin
			if (~full_flg) begin  
				mem[wptr[AWIDTH-1:0]] <= wdata;
				wptr                  <= wptr+1'b1;
			end else begin  
				mem[wptr[AWIDTH-1:0]] <= wdata;
				wptr                  <= wptr+1'b1;
				rptr                  <= rptr+1'b1;
			end
		end else if (read_en) begin
			if (~empty_flg) begin  
				rptr <= rptr+1'b1;
			end else begin  
				rptr <= rptr+1'b1;
				wptr <= wptr+1'b1;
			end
		end
	end
	assign empty_flg = (wptr==rptr);
	assign full_flg  = ({~wptr[AWIDTH],wptr[AWIDTH-1:0]}==rptr);
endmodule
```
**flow/config.mk**
```make
export PLATFORM = sky130hd
export DESIGN_NAME = ahb_fifo
export DESIGN_NICKNAME = ahb_fifo
export VERILOG_FILES = /design/flow/design.v
export SDC_FILE = /design/flow/constraint.sdc
export NUM_CORES = 4
export LEC_CHECK = 1
export CORE_UTILIZATION = 30
```
**flow/run.sh**
```bash
#!/bin/bash
# OpenROAD 26Q1-2900-gdf79404cd8, Yosys 0.63+post, stock flow scripts
make -C /OpenROAD-flow-scripts/flow DESIGN_CONFIG=/design/flow/config.mk WORK_HOME=/design/flow/orfs finish
```
**flow/constraint.sdc**
```tcl
current_design ahb_fifo

set clk_period 3.0
set clk_io_pct 0.2

create_clock -name clk0 -period $clk_period [get_ports {clk}]

set non_clock_inputs [all_inputs -no_clocks]
set_input_delay [expr $clk_period * $clk_io_pct] -clock clk0 $non_clock_inputs
set_output_delay [expr $clk_period * $clk_io_pct] -clock clk0 [all_outputs]
```
==> flow_summary_export.csv <==
group,metric,value,unit
final_layout,final_cells,215,
min_path,min_from,"hwrite_1$_DFFE_PN0P_",
power_and_ir_drop,p_comb_share,37.4,%
route,drtPass1Iterations,5,
critical_path,worstPathMaxFanout,7,
clocking,clk_latency,280,ps
power_and_ir_drop,seqPwrFrac,43.2,%
sta,fmax,357,MHz
critical_path,cp.required,2400,ps
critical_path,critPathCaptureType,"output port",
sta,grt_setup_unrepaired,"false",
sta,finalHoldViolCount,0,
floorplanning,pin_count,52,
job,warnings,59,
sta,skew,4.53,ps
power_and_ir_drop,power_switching,584,uW
global_route,grt_pass1_wl,5160,um
job,maxCapViolations,0,
critical_path,cp_data_arrival_time,2200,ps
clocking,cts_resized,0,
placed_design,placedCellCount,207,
synthesis,ys_cells,119,
critical_path,ff2ff_path_depth,3,
sta,setup_tns,0,ps
synthesis,synth-warning-count,2,
sta,tightest_slew,513,ps
route,antenna_left,0,
synthesis,area_leaders,"edfxtp_1, dfrtp_1, ha_1",
final_layout,mostFrequentLayoutCell,"edfxtp_1",
synthesis,syn_area_per_cell,14.2,um2
min_path,holdPathStages,1,
clocking,cts_tree,"done",
synthesis,synth_top_area_share,49.6,%
critical_path,crit_type,"flop to output port",
floorplanning,fp_util,31.0,%
sta,final_max_slew_viol_count,0,
synthesis,ys_sh_simple,9.15,%
critical_path,worst_setup_path_start_kind,"flop",
power_and_ir_drop,clkPwrFrac,19.4,%
synthesis,aoi_share,11.4,%
clocking,htreeDepth,2,
clocking,cts_setup_buffers,0,
critical_path,rr_startpoint,"rptr[1]$_DFFE_PN0P_",
clocking,cts-buffers-inserted,5,
synthesis,synthMuxAreaShare,3.54,%
sta,relSlewSlack,65.8,%
sta,post-route-min-period,2800,ps
synthesis,ys_types,33,
power_and_ir_drop,internal-power,1.10,mW
route,drt-initial-drc-count,58,
power_and_ir_drop,totalPowerFinal,1.68,mW
clocking,postCtsHoldBufs,0,
power_and_ir_drop,switching_share,34.7,%
global_route,grt_pass1_vias,1131,
final_layout,drive_above_1_share,13.3,%
synthesis,yosysTopAreaCell,"edfxtp_1",
synthesis,ys_seq_share,62.9,%
synthesis,netlist_area,0.00170,mm2
synthesis,adder_share,5.90,%
power_and_ir_drop,p_leak,0.739,nW
critical_path,r2r_slack,1470,ps
route,vias,1017,
min_path,min_to,"hwrite_1$_DFFE_PN0P_",
global_route,grt_overflow,0,
route,via_per_inst,4.73,
floorplanning,chipArea,0.00596,mm2
synthesis,ys_area,0.00170,mm2
global_route,grt_antenna_before_repair,0,
floorplanning,die_w,77.2,um
placed_design,hpwl,2070,um
power_and_ir_drop,vdd_drop_max,0.402,mV
synthesis,postSynthCellCount,119,
final_layout,syn2layout_area_growth,21.6,%
global_route,grt_max_degree,15,
sta,setup_viol,0,
min_path,worst_hold_path_type,"flop to flop",
synthesis,ys.flops,37,
floorplanning,core_area,0.00547,mm2
critical_path,r2r-end,"rptr[1]$_DFFE_PN0P_",
floorplanning,rows,27,
power_and_ir_drop,power_density,816,mW/mm2
floorplanning,die_h,77.2,um
route,routed_wirelength,3050,um
sta,fin_crit_sh,93.3,%
final_layout,final_cell_mix,"edfxtp_1, clkdlybuf4s50_1, nand2_1, dfrtp_1, o21a_1",
status,status,"complete, no violations",
clocking,clkTransAtPathRegs,70,ps
synthesis,logic_family,"AND-OR/OR-AND gates",
global_route,grtUsageTotal,11.4,%
route,post_drt_wl_per_cell,14.2,um
clocking,cts_buffer_depth,2,
route,antenna_cells,0,
clocking,cts.sinks,37,
placed_design,portBuffers,21,
synthesis,xor_area_share,3.99,%
placed_design,place_congestion,0.746,
clocking,clockRootBuffer,"clkbuf_8",
route,drc_errors,0,
[state kept, by name, indices dropped and copies added, names as in the netlist]
register and cells:
mem 28, htrans_1 1, rptr 3, wptr 3
hsel_1 1, hwrite_1 1
[per-layer routing]
metal | wire length [um] | global-route usage [%] | share of wire (%) | vias up
met1 | 1380 | 15.4 | 45 | 481
met5 | 0 | 0 | 0 | -
met2 | 1420 | 17.6 | 47 | 41
met4 | 14 | 2.08 | 0.46 | 0
li1 | - | - | - | 491
met3 | 238 | 5.32 | 7.8 | 4
[power groups by stage]
stage / clock, mW / sequential, mW / combinational (mW)
finish: 0.327 / 0.726 / 0.629
global route: 0.357 / 0.742 / 0.704
CTS: 0.337 / 0.727 / 0.631
[Yosys cell counts (all sizes together)]
library cell and instances:
nand3b 1, ha 8, nand2 9, xnor2 5, dfrtp 9, a31oi 1
nor2b 1, and3b 1, nor3b 1, nand3 1, a21bo 1, nand4 2
nor4bb 1, nor3 1, a222oi 7, xor2 1, clkbuf 3, conb 2
inv 4, a311oi 1, and3 5, nor2 7, o21ai 1, edfxtp 28
buf 3, o21a 8, mux2 5, a41oi 2
[critical path, stage by stage (launching register included)]
cell and delay [ps]:
dfrtp_1 480, inv_1 100, ha_1 330, a222oi_1 390, o21a_1 160, nor2_1 50, clkdlybuf4s50_1 410
[worst max path at each step]
stage / start / to / cells after the start / slack (ps)
after CTS: rptr[0]$_DFFE_PN0P_ / hrdata[2] / 5 / 110
after global routing: rptr[0]$_DFFE_PN0P_ / hrdata[3] / 6 / 10
final: rptr[0]$_DFFE_PN0P_ / hrdata[3] / 6 / 200
[cell type report]
cell class / instances / area (um2)
tap: 72 / 90.1
multi-input combinational: 72 / 586
timing repair buffer: 22 / 218
fill: 511 / 3410
sequential: 37 / 1070
clock inverter: 3 / 17.5
inverter: 4 / 15.0
clock buffer: 5 / 68.8
[through the flow]
step / setup WS, ps / hold WS, ps / area [um2] / util [%]
CTS: 107 / 512 / 2060 / 37.6
floorplan: 1100 / 304 / 1700 / -
detailed placement: 428 / 496 / 1970 / 36.0
finish: 200 / 507 / 2060 / 37.7
global route: 13.8 / 535 / 2060 / 37.7
global placement: 491 / 481 / 1970 / 36.0
[kinds of logic (layout without fill, tap and decap cells)]
family | after synthesis | after routing
fa+ha+maj | 8 | 8
xor+xnor | 6 | 6
other cells | 2 | 2
mux | 5 | 5
flops | 37 | 37
buf+inv | 10 | 34
compound gates | 21 | 21
simple gates | 30 | 30
No activity file was given, so power comes from the tool's default toggle rates.
