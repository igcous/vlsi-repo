[/design/flow/config.mk]
export PLATFORM = sky130hd
export DESIGN_NAME = amba_deco
export DESIGN_NICKNAME = amba_deco
export VERILOG_FILES = /design/flow/design.v
export SDC_FILE = /design/flow/constraint.sdc
export NUM_CORES = 4
export LEC_CHECK = 1
export CORE_AREA = 10 10 70 70
export DIE_AREA = 0 0 80 80
[/design/flow/constraint.sdc]
current_design amba_deco

set clk_period 1.0
set clk_io_pct 0.2

create_clock -name clk0 -period $clk_period

set non_clock_inputs [all_inputs -no_clocks]
set_input_delay [expr $clk_period * $clk_io_pct] -clock clk0 $non_clock_inputs
set_output_delay [expr $clk_period * $clk_io_pct] -clock clk0 [all_outputs]
[/design/flow/run.sh]
#!/bin/bash
# OpenROAD 26Q1-2900-gdf79404cd8, Yosys 0.63+post, stock flow scripts
make -C /OpenROAD-flow-scripts/flow DESIGN_CONFIG=/design/flow/config.mk WORK_HOME=/design/flow/orfs finish
[/design/flow/design.v]
`timescale 1ns / 1ps
package amba_pkg;
	parameter DWIDTH         = 32                ;
	parameter AWIDTH         = 32                ;
	parameter TCLK           = 10                ;
	parameter MEM_HEIGHT     = 1024              ;
	parameter MEM_WIDTH      = 32                ;
	parameter MEM_ADDR_WIDTH = $clog2(MEM_HEIGHT);
	parameter SWIDTH         = 16                ;
	parameter S_ADDR_WIDTH   = $clog2(SWIDTH)    ;
	parameter input_filepath = "C:/Users/AK124602/Documents/Vivado/2021.2/ahb_v1/scripts/python/in_instr.mem";
	parameter output_filepath = "C:/Users/AK124602/Documents/Vivado/2021.2/ahb_v1/scripts/python/out.mem";
endpackage : amba_pkg
`timescale 1ns / 1ps
package ahb_fir_pkg;
	parameter DWIDTH         = 32                ;
	parameter AWIDTH         = 32                ;
	parameter TCLK           = 10                ;
	parameter SWIDTH         = 16                ;
	parameter S_ADDR_WIDTH   = $clog2(SWIDTH)    ;
	parameter input_filepath = "C:/Users/AK124602/Documents/vlsi-repo/ahb_fir/python/in_amba_instr.mem";
	parameter output_filepath = "C:/Users/AK124602/Documents/vlsi-repo/ahb_fir/python/out_wave.mem";
	parameter MEM_HEIGHT     = 1024              ;
	parameter MEM_WIDTH      = 32                ;
	parameter MEM_ADDR_WIDTH = $clog2(MEM_HEIGHT);
	parameter incoefs_filepath = "C:/Users/AK124602/Documents/vlsi-repo/ahb_fir/python/in_coefs.mem";
	parameter BIT_PREC = 8;
	parameter TAPS = 20;
	parameter OUT_SIZE = 2*BIT_PREC+$clog2(TAPS-1);
endpackage : ahb_fir_pkg
`timescale 1ns / 1ps
package fir_pkg;
	parameter TCLK = 2;
	parameter in_wave_filepath = "C:/Users/AK124602/Documents/vlsi-repo/ahb_fir/submodules/fir_plus_fifo/python/inwave.mem";
	parameter in_coefs_filepath = "C:/Users/AK124602/Documents/vlsi-repo/ahb_fir/submodules/fir_plus_fifo/python/incoefs.mem";
	parameter out_wave_filepath = "C:/Users/AK124602/Documents/vlsi-repo/ahb_fir/submodules/fir_plus_fifo/python/outwave.mem";
	parameter DWIDTH   = 32                       ;
	parameter TAPS     = 20                       ;
	parameter BIT_PREC = 8                        ;
	parameter OUT_SIZE = 2*BIT_PREC+$clog2(TAPS-1);
endpackage : fir_pkg
`timescale 1ns / 1ps
package fir_pkg;
	parameter TCLK = 2;
	parameter in_wave_filepath = "C:/Users/AK124602/Documents/vlsi-repo/fir/python/inwave.mem";
	parameter in_coefs_filepath = "C:/Users/AK124602/Documents/vlsi-repo/fir/python/incoefs.mem";
	parameter out_wave_filepath = "C:/Users/AK124602/Documents/vlsi-repo/fir/python/outwave.mem";
	parameter DWIDTH   = 32                              ;
	parameter TAPS     = 20                              ;
	parameter BIT_PREC = 8                               ;
	parameter OUT_SIZE = 2*BIT_PREC+$clog2(TAPS-1);
endpackage : fir_pkg
`timescale 1ns / 1ps
package spi_pkg;
	parameter TCLK = 2;
	parameter input_filepath = "C:/Users/AK124602/Documents/vlsi-repo/new_spi_v8/python/in_instr_2.mem";
	parameter output_filepath = "C:/Users/AK124602/Documents/vlsi-repo/new_spi_v8/python/out.mem";
	parameter DWIDTH     = 32                            ;  
	parameter MEM_WIDTH  = 32                            ;
	parameter MEM_HEIGHT = 1024                          ;
	parameter AWIDTH     = $clog2(MEM_WIDTH*MEM_HEIGHT/8);  
	parameter NSLAVES       = 4                 ;  
	parameter S_ADDR_WIDTH = $clog2(NSLAVES)    ;  
endpackage : spi_pkg
`timescale 1ns / 1ps
package spic_pkg;
	parameter TCLK = 2;
	parameter input_filepath = "C:/Users/AK124602/Documents/vlsi-repo/spic/python/in_instr.mem";
	parameter output_filepath = "C:/Users/AK124602/Documents/vlsi-repo/spic/python/out.mem";
	parameter DWIDTH = 32;  
	parameter MEM_WIDTH  = 32  ;
	parameter MEM_HEIGHT = 1024;
	parameter AWIDTH     = 32                     ;  
	parameter INSTR_SIZE = AWIDTH+DWIDTH+6        ;  
	parameter S_DATA_SIZE  = INSTR_SIZE-S_ADDR_WIDTH;  
	parameter NSLAVES      = 4              ;  
	parameter S_ADDR_WIDTH = $clog2(NSLAVES);  
endpackage : spic_pkg
`timescale 1ns / 1ps
import amba_pkg::*;
module amba_deco (
	input  logic [      AWIDTH-1:0] haddr  ,
	output logic [      SWIDTH-1:0] sel_slv,
	output logic [S_ADDR_WIDTH-1:0] sel_mux
);
	always_comb begin
		sel_slv = '0;
		sel_mux = '1;
		for (int ii = 0; ii < SWIDTH; ii++) begin
			if (haddr[AWIDTH-1:AWIDTH-S_ADDR_WIDTH] == ii) begin
				sel_slv[ii] = 1'b1;
				sel_mux = ii;
			end
		end
	end
endmodule :  amba_deco
==> impl_metrics.ini <==
; flow metrics
[run_status]
status = finished with violations
violations = negative setup slack

[power_and_ir_drop]
vdd_ir_drop_max_uv = 51.6
p_leak_nw = 0.370
finalPower_mw = 0.246
switching_share = 0.337
seq_power_share = 0
switchingPower_mw = 0.0828
powerDensity_mw_per_mm2 = 334
p_int_mw = 0.163
p_clk_frac = 0
pwr-share-comb = 1.000

[layout]
register_area_um2 = 0
stdcell_count = 106
fillers = 383
syn_to_final_growth_pct = 168
drive_gt1_frac = 0.767
design.seq.count = 0
clockBufferCount = 0
stdcell_area_um2 = 736

[synthesis]
netlist.top_cell.by_area = and4bb_1
yosysSeqAreaShare = 0
adder_share = 0
ys_top_cells_by_area = and4bb_1, nor4b_4, buf_6
ys_cells = 24
syn-instance-count = 24
top_area_frac = 0.228
simple_gate_share = 0.781
synthMuxAreaShare = 0
ys_sh_xor = 0
top_cell = and4bb_1
yosys_area_um2 = 274
synth_area_per_cell_um2 = 11.4
netlist_area_um2 = 274
yosys.area_share.aoi = 0
top_cells_by_count = and4bb_1, and4b_1, buf_6, clkbuf_1
logic_family = simple AND/OR/NAND/NOR gates
yosysUniqueCellTypes = 9
yosysWarnings = 1

[grt]
grt_pass1_vias = 363
grt_usage = 0.0397
antenna_found_initial = 0
grt_pass1_wl_mm = 2.02
grt_start_max_net_pins = 10
gr-total-overflow = 0

[die]
io_pins = 52
die_area_mm2 = 0.00640
coreArea_mm2 = 0.00342
die_x_um = 80
fp_util = 0.0802
std_cell_rows = 21
die_h_um = 80

[placement]
dpl.hpwl_um = 906
place_area_um2 = 582
dp.cells = 92
pre_cts_ws_ps = -855
io_buffers = 24
gp_congestion = 0.671

[drt]
antenna_cells = 0
routed_wl_mm = 1.33
via_per_inst = 3.35
antenna_left = 0
drt-initial-drc-count = 13
vias = 355
dr.pass1.iters = 2
wl_per_cell_um = 12.5
drc = 0

[worst_hold_path]
hold_path.class = input port to output port
whs_path_depth = 4

[worst_setup_path]
critPathArrivalTime_ps = 920
worst_setup_path_start_kind = input port
cp.required_ps = 800
critical_path_class = input port to output port
end_kind = output port
critPathMaxFanout = 5
cp-endpoint = sel_slv[4]
critPathLaunch = haddr[31]

[timing]
drv_slew = 0
worst_slew_pin_slew_ps = 181
hold_viol = 0
finalSetupViolCount = 16
rsz0062_at_grt = true
max_freq_mhz = 893
min_period_ps = 1120
final.setup.tns_ps = -1120
setup_slack_ps = -119
finalCritPeriodShare = 1.12
relSlewSlack = 0.879

[clock_network]
cts_hold_buf = 0

[job]
openroad.warnings = 62
maxCapViolCount = 0
==> per-stage QoR <==
stage	hold WS, ps	util
2_1_floorplan	441	-
3_3_place_gp	1310	0.170
3_5_place_dp	1320	0.170
4_1_cts	745	0.204
5_1_grt	755	0.215
6_report	736	0.215
==> worst min path at each step <==
stage	slack [ps]	end	start
final	740	sel_slv[0]	haddr[28]
after global routing	760	sel_slv[0]	haddr[28]
after CTS	740	sel_slv[0]	haddr[28]
==> layer usage <==
layer / routed length, um / share of wire / up-vias / track usage
met3: 141 / 0.11 / 0 / 0.0148
met5: 0 / 0 / - / 0
met4: 0 / 0 / 0 / 0
li1: - / - / 172 / -
met1: 398 / 0.30 / 175 / 0.0402
met2: 790 / 0.59 / 8 / 0.0787
==> repair_timing <==
item / in CTS / in global routing
pin swaps: 11 / 8
buffers inserted: 9 / 4
endpoints found under the setup margin: 20 / 14
gates resized: 97 / 7
endpoints found under the hold margin: 0 / 0
cloned: 3 / 0
==> kinds of logic after synthesis <==
| family | after synthesis |
|---|---|
| simple gates | 16 |
| buf+inv | 8 |
==> cell usage in the layout, fill, tap and decap left out, drive strengths merged <==
cell,Yosys,final
and4,1,1
nor4b,4,4
clkdlybuf4s50,0,1
buf,4,40
and4bb,6,6
and4b,4,4
nor4,1,1
dlygate4sd2,0,3
==> area by class of cell <==
type               count  area (um2)  area share
repair buffers        44         438       0.595
multi-input cells     16         240       0.327
well taps             46        57.6      0.0782
==> power groups by stage <==
stage | Combinational [mW] | Sequential (mW) | Clock, mW
CTS | 0.233 | 0 | 0
global route | 0.264 | 0 | 0
finish | 0.246 | 0 | 0
==> critical path, stage by stage <==
cell,delay (ps)
buf_8,100
buf_6,110
buf_8,130
nor4b_4,240
buf_2,130
Power is estimated from default activity; no workload was simulated.
