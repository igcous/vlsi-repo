==> design/flow/design.v <==
`timescale 1ns / 1ps
package amba_pkg;
	parameter DWIDTH         = 32                ;
	parameter AWIDTH         = 32                ;
	parameter TCLK           = 10                ;
	parameter MEM_HEIGHT     = 1024              ;
	parameter MEM_WIDTH      = 32                ;
	parameter MEM_ADDR_WIDTH = $clog2(MEM_HEIGHT);
	parameter SWIDTH         = 16                ;
	parameter S_ADDR_WIDTH   = $clog2(SWIDTH)    ;
	parameter input_filepath = "C:/Users/AK124602/Documents/Vivado/2021.2/ahb_v1/scripts/python/in_instr.mem";
	parameter output_filepath = "C:/Users/AK124602/Documents/Vivado/2021.2/ahb_v1/scripts/python/out.mem";
endpackage : amba_pkg
`timescale 1ns / 1ps
package ahb_fir_pkg;
	parameter DWIDTH         = 32                ;
	parameter AWIDTH         = 32                ;
	parameter TCLK           = 10                ;
	parameter SWIDTH         = 16                ;
	parameter S_ADDR_WIDTH   = $clog2(SWIDTH)    ;
	parameter input_filepath = "C:/Users/AK124602/Documents/vlsi-repo/ahb_fir/python/in_amba_instr.mem";
	parameter output_filepath = "C:/Users/AK124602/Documents/vlsi-repo/ahb_fir/python/out_wave.mem";
	parameter MEM_HEIGHT     = 1024              ;
	parameter MEM_WIDTH      = 32                ;
	parameter MEM_ADDR_WIDTH = $clog2(MEM_HEIGHT);
	parameter incoefs_filepath = "C:/Users/AK124602/Documents/vlsi-repo/ahb_fir/python/in_coefs.mem";
	parameter BIT_PREC = 8;
	parameter TAPS = 20;
	parameter OUT_SIZE = 2*BIT_PREC+$clog2(TAPS-1);
endpackage : ahb_fir_pkg
`timescale 1ns / 1ps
package fir_pkg;
	parameter TCLK = 2;
	parameter in_wave_filepath = "C:/Users/AK124602/Documents/vlsi-repo/ahb_fir/submodules/fir_plus_fifo/python/inwave.mem";
	parameter in_coefs_filepath = "C:/Users/AK124602/Documents/vlsi-repo/ahb_fir/submodules/fir_plus_fifo/python/incoefs.mem";
	parameter out_wave_filepath = "C:/Users/AK124602/Documents/vlsi-repo/ahb_fir/submodules/fir_plus_fifo/python/outwave.mem";
	parameter DWIDTH   = 32                       ;
	parameter TAPS     = 20                       ;
	parameter BIT_PREC = 8                        ;
	parameter OUT_SIZE = 2*BIT_PREC+$clog2(TAPS-1);
endpackage : fir_pkg
`timescale 1ns / 1ps
package fir_pkg;
	parameter TCLK = 2;
	parameter in_wave_filepath = "C:/Users/AK124602/Documents/vlsi-repo/fir/python/inwave.mem";
	parameter in_coefs_filepath = "C:/Users/AK124602/Documents/vlsi-repo/fir/python/incoefs.mem";
	parameter out_wave_filepath = "C:/Users/AK124602/Documents/vlsi-repo/fir/python/outwave.mem";
	parameter DWIDTH   = 32                              ;
	parameter TAPS     = 20                              ;
	parameter BIT_PREC = 8                               ;
	parameter OUT_SIZE = 2*BIT_PREC+$clog2(TAPS-1);
endpackage : fir_pkg
`timescale 1ns / 1ps
package spi_pkg;
	parameter TCLK = 2;
	parameter input_filepath = "C:/Users/AK124602/Documents/vlsi-repo/new_spi_v8/python/in_instr_2.mem";
	parameter output_filepath = "C:/Users/AK124602/Documents/vlsi-repo/new_spi_v8/python/out.mem";
	parameter DWIDTH     = 32                            ;  
	parameter MEM_WIDTH  = 32                            ;
	parameter MEM_HEIGHT = 1024                          ;
	parameter AWIDTH     = $clog2(MEM_WIDTH*MEM_HEIGHT/8);  
	parameter NSLAVES       = 4                 ;  
	parameter S_ADDR_WIDTH = $clog2(NSLAVES)    ;  
endpackage : spi_pkg
`timescale 1ns / 1ps
package spic_pkg;
	parameter TCLK = 2;
	parameter input_filepath = "C:/Users/AK124602/Documents/vlsi-repo/spic/python/in_instr.mem";
	parameter output_filepath = "C:/Users/AK124602/Documents/vlsi-repo/spic/python/out.mem";
	parameter DWIDTH = 32;  
	parameter MEM_WIDTH  = 32  ;
	parameter MEM_HEIGHT = 1024;
	parameter AWIDTH     = 32                     ;  
	parameter INSTR_SIZE = AWIDTH+DWIDTH+6        ;  
	parameter S_DATA_SIZE  = INSTR_SIZE-S_ADDR_WIDTH;  
	parameter NSLAVES      = 4              ;  
	parameter S_ADDR_WIDTH = $clog2(NSLAVES);  
endpackage : spic_pkg
`timescale 1ns / 1ps
import ahb_fir_pkg::*;
module ahb_deco (
	input  logic [      AWIDTH-1:0] haddr  ,
	output logic [      SWIDTH-1:0] sel_slv,
	output logic [S_ADDR_WIDTH-1:0] sel_mux
);
	always_comb begin
		sel_slv = '0;
		sel_mux = '1;
		for (int ii = 0; ii < SWIDTH; ii++) begin
			if (haddr[AWIDTH-1:AWIDTH-S_ADDR_WIDTH] == ii) begin
				sel_slv[ii] = 1'b1;
				sel_mux = ii;
			end
		end
	end
endmodule :  ahb_deco
==> design/flow/run.sh <==
#!/bin/bash
# OpenROAD 26Q1-2900-gdf79404cd8, Yosys 0.63+post, stock flow scripts
make -C /OpenROAD-flow-scripts/flow DESIGN_CONFIG=/design/flow/config.mk WORK_HOME=/design/flow/orfs finish
==> design/flow/config.mk <==
export PLATFORM = sky130hd
export DESIGN_NAME = ahb_deco
export DESIGN_NICKNAME = ahb_deco
export VERILOG_FILES = /design/flow/design.v
export SDC_FILE = /design/flow/constraint.sdc
export NUM_CORES = 4
export LEC_CHECK = 1
export CORE_AREA = 10 10 70 70
export DIE_AREA = 0 0 80 80
==> design/flow/constraint.sdc <==
current_design ahb_deco

set clk_period 1.0
set clk_io_pct 0.2

create_clock -name clk0 -period $clk_period

set non_clock_inputs [all_inputs -no_clocks]
set_input_delay [expr $clk_period * $clk_io_pct] -clock clk0 $non_clock_inputs
set_output_delay [expr $clk_period * $clk_io_pct] -clock clk0 [all_outputs]
==> summary.txt <==
yosys + openroad results -> dpl ws -0.8553 ns, area grow syn2layout 168.5%, final worst slack -0.1193 ns, CP peak stage delay 0.24 ns, Sw Share 33.73%, Hold Vio Cnt, Final 0, Final GP Congestion 0.6707, design area 735.7 µm², internal power 0.1628 mW, crit path max fanout 5, WL per Instance 12.54 µm, Net Switching 0.08283 mW, Cell variety after synth 9, antenna violations before repair 0, placed cells 92, drt via density 3.349, total number of vias 355, FP Core Util 8.022%, failing checks setup timing, Pwr Density 333.8 nW/µm², chip width 80 µm, Min-Delay Path Class input pin to output pin, Seq pwr share 0%, crit-path cells buf_8, buf_6, buf_8, nor4b_4, buf_2, most frequent CP cell buf_8, WHS 0.7357 ns, final setup fails 16, Layout Cells excl Fill 106, Rel. slew slack 87.90%, Worst EP required 0.80 ns, post-synthesis instance area 274.0 µm², crit path launch type input pin, Remaining DRCs 0, Clk network pwr share 0%, Routed WL 1.329 mm, Placed Area 581.8 µm², max cap viols 0, vias in the first global route 363, Util after Layout 21.54%, Ports 52, Final Max Slew Viols 0, Final Cycle Share 111.9%, Port Buffers 24, setup TNS -1.123 ns, core area 3416 µm², Placement Rows 21, worst vdd ir 0.05159 mV, Worst Tran Pin Value 0.1808 ns, Mean Syn Cell Area 11.42 µm², HP Start haddr[28], tool warnings 62, grt total ovfl 0, ant diodes 0, upper clock frequency limit 0.8934 GHz, Yosys Instances 24, share of cells above drive strength 1 76.67%, DP HPWL 906.1 µm, critical path type input pin to output pin, Pleak 0.3696 nW, die height 80 µm, Routed Antenna Nets 0, critical path arrival 0.92 ns, Worst Setup SP haddr[31], gr usage total 3.971%, 1st-pass router iterations 2, total die size 6400 µm², Clock buffer cells 0, flop count 0, yosys synthesis chip area 274.0 µm², RSZ-0062 raised after global routing yes, status complete, but fails checks, Post-synth seq share 0%, Total Power 0.2456 mW, fin crit period 1.119 ns, FF+latch area 0 µm², first-pass GRT wire length 2.021 mm, crit end category output pin, Comb power frac 100.0%, Initial DRC Count 13, Crit-path slowest cell nor4b_4, Post-Synthesis Cells 24, YS warnings 1, pin count of the biggest net entering global routing 10
-- per-layer routing --
layer	part of all wire [%]	global-route usage (%)
met1	30	4.021
met2	59	7.865
met3	11	1.477
met4	0	0
met5	0	0
-- cells by family after synthesis --
group                  count (synthesis)  share of synthesized area (%)
buffers and inverters                  8                          21.92
AND/OR/NAND/NOR                       16                          78.08
-- placed cells by master, fill, tap and decap left out --
cell type and instances:
buf_2 17, buf_6 11, and4bb_1 5, buf_8 5, and4b_1 4, nor4b_4 4, dlygate4sd2_1 3, buf_4 3
buf_16 2, buf_12 2, and4_1 1, nor4_4 1, and4bb_2 1, clkdlybuf4s50_1 1
-- power groups by stage --
stage	registers (mW)	logic (mW)	clock network, mW
CTS	0	0.233	0
global route	0	0.264	0
finish	0	0.246	0
-- worst max-delay path: cells and delay by family --
kind,cells,cell delay (ns)
buffers and inverters,4,0.47
and+or+nand+nor,1,0.24
-- layout make-up --
cell class / count / area (µm²)
Tap cell: 46 / 57.56
Fill cell: 383 / 2680
Multi-Input combinational cell: 16 / 240.2
Timing Repair Buffer: 44 / 437.9
-- cells in the mapped netlist --
library cell  instances  area (µm²)
and4bb_1              5       62.56
and4_1                1       8.760
clkbuf_1              4       15.01
buf_6                 4       45.04
nor4b_2               2       30.03
nor4b_4               2       47.55
nor4_2                1       12.51
and4b_1               4       40.04
and4bb_2              1       12.51
-- path summary, 6_finish.rpt --
| check | endpoint | slack (ns) | cells past startpoint |
|---|---|---|---|
| setup / recovery | sel_slv[4] | -0.12 | 5 |
| hold / removal | sel_slv[0] | 0.74 | 4 |
-- timing repair --
item / 4_1_cts / 5_1_grt
resized: 97 / 7
gates cloned: 3 / 0
setup endpoints to repair: 20 / 14
hold buffers: 0 / 0
pin swaps: 11 / 8
setup buffers: 9 / 4
Power figures rest on the tool's default switching activity, not on a simulated workload.
