**./design.v**
```verilog
`timescale 1ns / 1ps
package amba_pkg;
	parameter DWIDTH         = 32                ;
	parameter AWIDTH         = 32                ;
	parameter TCLK           = 10                ;
	parameter MEM_HEIGHT     = 1024              ;
	parameter MEM_WIDTH      = 32                ;
	parameter MEM_ADDR_WIDTH = $clog2(MEM_HEIGHT);
	parameter SWIDTH         = 16                ;
	parameter S_ADDR_WIDTH   = $clog2(SWIDTH)    ;
	parameter input_filepath = "C:/Users/AK124602/Documents/Vivado/2021.2/ahb_v1/scripts/python/in_instr.mem";
	parameter output_filepath = "C:/Users/AK124602/Documents/Vivado/2021.2/ahb_v1/scripts/python/out.mem";
endpackage : amba_pkg
`timescale 1ns / 1ps
package ahb_fir_pkg;
	parameter DWIDTH         = 32                ;
	parameter AWIDTH         = 32                ;
	parameter TCLK           = 10                ;
	parameter SWIDTH         = 16                ;
	parameter S_ADDR_WIDTH   = $clog2(SWIDTH)    ;
	parameter input_filepath = "C:/Users/AK124602/Documents/vlsi-repo/ahb_fir/python/in_amba_instr.mem";
	parameter output_filepath = "C:/Users/AK124602/Documents/vlsi-repo/ahb_fir/python/out_wave.mem";
	parameter MEM_HEIGHT     = 1024              ;
	parameter MEM_WIDTH      = 32                ;
	parameter MEM_ADDR_WIDTH = $clog2(MEM_HEIGHT);
	parameter incoefs_filepath = "C:/Users/AK124602/Documents/vlsi-repo/ahb_fir/python/in_coefs.mem";
	parameter BIT_PREC = 8;
	parameter TAPS = 20;
	parameter OUT_SIZE = 2*BIT_PREC+$clog2(TAPS-1);
endpackage : ahb_fir_pkg
`timescale 1ns / 1ps
package fir_pkg;
	parameter TCLK = 2;
	parameter in_wave_filepath = "C:/Users/AK124602/Documents/vlsi-repo/ahb_fir/submodules/fir_plus_fifo/python/inwave.mem";
	parameter in_coefs_filepath = "C:/Users/AK124602/Documents/vlsi-repo/ahb_fir/submodules/fir_plus_fifo/python/incoefs.mem";
	parameter out_wave_filepath = "C:/Users/AK124602/Documents/vlsi-repo/ahb_fir/submodules/fir_plus_fifo/python/outwave.mem";
	parameter DWIDTH   = 32                       ;
	parameter TAPS     = 20                       ;
	parameter BIT_PREC = 8                        ;
	parameter OUT_SIZE = 2*BIT_PREC+$clog2(TAPS-1);
endpackage : fir_pkg
`timescale 1ns / 1ps
package fir_pkg;
	parameter TCLK = 2;
	parameter in_wave_filepath = "C:/Users/AK124602/Documents/vlsi-repo/fir/python/inwave.mem";
	parameter in_coefs_filepath = "C:/Users/AK124602/Documents/vlsi-repo/fir/python/incoefs.mem";
	parameter out_wave_filepath = "C:/Users/AK124602/Documents/vlsi-repo/fir/python/outwave.mem";
	parameter DWIDTH   = 32                              ;
	parameter TAPS     = 20                              ;
	parameter BIT_PREC = 8                               ;
	parameter OUT_SIZE = 2*BIT_PREC+$clog2(TAPS-1);
endpackage : fir_pkg
`timescale 1ns / 1ps
package spi_pkg;
	parameter TCLK = 2;
	parameter input_filepath = "C:/Users/AK124602/Documents/vlsi-repo/new_spi_v8/python/in_instr_2.mem";
	parameter output_filepath = "C:/Users/AK124602/Documents/vlsi-repo/new_spi_v8/python/out.mem";
	parameter DWIDTH     = 32                            ;  
	parameter MEM_WIDTH  = 32                            ;
	parameter MEM_HEIGHT = 1024                          ;
	parameter AWIDTH     = $clog2(MEM_WIDTH*MEM_HEIGHT/8);  
	parameter NSLAVES       = 4                 ;  
	parameter S_ADDR_WIDTH = $clog2(NSLAVES)    ;  
endpackage : spi_pkg
`timescale 1ns / 1ps
package spic_pkg;
	parameter TCLK = 2;
	parameter input_filepath = "C:/Users/AK124602/Documents/vlsi-repo/spic/python/in_instr.mem";
	parameter output_filepath = "C:/Users/AK124602/Documents/vlsi-repo/spic/python/out.mem";
	parameter DWIDTH = 32;  
	parameter MEM_WIDTH  = 32  ;
	parameter MEM_HEIGHT = 1024;
	parameter AWIDTH     = 32                     ;  
	parameter INSTR_SIZE = AWIDTH+DWIDTH+6        ;  
	parameter S_DATA_SIZE  = INSTR_SIZE-S_ADDR_WIDTH;  
	parameter NSLAVES      = 4              ;  
	parameter S_ADDR_WIDTH = $clog2(NSLAVES);  
endpackage : spic_pkg
`timescale 1ns / 1ps
module drop_out_fifo #(
	parameter MEM_SIZE = 4,
	parameter DWIDTH   = 8
) (
	input  logic              clk      ,
	input  logic              rst_n    ,
	input  logic              read_en  ,
	input  logic              write_en ,
	input  logic [DWIDTH-1:0] wdata    ,
	output logic              empty_flg,
	output logic              full_flg ,
	output logic [DWIDTH-1:0] rdata
);
	parameter AWIDTH = $clog2(MEM_SIZE);
	logic [DWIDTH-1:0] mem [0:MEM_SIZE-1];
	logic [  AWIDTH:0] wptr              ;  
	logic [  AWIDTH:0] rptr              ;
	always_ff @(posedge clk or negedge rst_n) begin
		if (~rst_n) begin
			wptr <= '0;
			rptr <= '0;
		end else if (write_en) begin
			if (~full_flg) begin  
				mem[wptr[AWIDTH-1:0]] <= wdata;
				wptr                  <= wptr+1'b1;
			end else begin  
				mem[wptr[AWIDTH-1:0]] <= wdata;
				wptr                  <= wptr+1'b1;
				rptr                  <= rptr+1'b1;
			end
		end else if (read_en) begin
			if (~empty_flg) begin  
				rptr <= rptr+1'b1;
			end else begin  
				rptr <= rptr+1'b1;
				wptr <= wptr+1'b1;
			end
		end
	end
	always_comb begin
		rdata = mem[rptr[AWIDTH-1:0]];
	end
	assign empty_flg = (wptr==rptr);
	assign full_flg  = ({~wptr[AWIDTH],wptr[AWIDTH-1:0]}==rptr);
endmodule  
```
**./run.sh**
```bash
#!/bin/bash
# OpenROAD 26Q1-2900-gdf79404cd8, Yosys 0.63+post, stock flow scripts
make -C /OpenROAD-flow-scripts/flow DESIGN_CONFIG=/design/flow/config.mk WORK_HOME=/design/flow/orfs finish
```
**./config.mk**
```make
export PLATFORM = sky130hd
export DESIGN_NAME = drop_out_fifo
export DESIGN_NICKNAME = drop_out_fifo
export VERILOG_FILES = /design/flow/design.v
export SDC_FILE = /design/flow/constraint.sdc
export NUM_CORES = 4
export LEC_CHECK = 1
export CORE_AREA = 10 10 104 104
export DIE_AREA = 0 0 114 114
```
**./constraint.sdc**
```tcl
current_design drop_out_fifo

set clk_period 1.9
set clk_io_pct 0.2

create_clock -name clk0 -period $clk_period [get_ports {clk}]

set non_clock_inputs [all_inputs -no_clocks]
set_input_delay [expr $clk_period * $clk_io_pct] -clock clk0 $non_clock_inputs
set_output_delay [expr $clk_period * $clk_io_pct] -clock clk0 [all_outputs]
```
==> CHANGELOG.md <==
## Implementation

* Root Driver: clkbuf_8
* Endpoint class of the critical path: output pin
* Die Ht at 114 um
* Placement Rows at 34
* Worst skew pair latency at 0.28 ns
* ANT cells at 0
* Clock buffer depth at 2
* Wire per inst at 12.6 um
* Mapped Area at 1710 um2
* Ys cells at 112
* Unrepaired setup endpoints after global routing: true
* Log Warnings at 33
* Post-Route WL at 3410 um
* Initial antenna violation count at 0
* Async set or reset register ratio after synthesis at 0.158
* Die area at 13000 um2
* CORE AREA at 8680 um2
* Iteration tally of the first detailed-router pass at 5
* 1st-iter DRT viols at 132
* VDD IR-drop max at 346 uV
* Hold buffer count at CTS at 0
* RR Startpoint: rptr[0]
* Port buffer count at 21
* Seq/Total Area, Yosys at 0.652
* Reg2Reg Depth at 7
* GRT Residual Overflow at 0
* Vias per cell at 3.94
* Failing checks: negative setup slack
* #FFs+latches synth at 38
* Total GRT Usage at 0.0532
* CP Launch Type: flip-flop
* Largest net degree at the start of global routing at 13
* Fp util at 0.197
* Worst r2r dst: rptr[1]
* Die X at 114 um
* Syn avg cell area at 15.2 um2
* Top cells by area: edfxtp_1 (56%), dfrtp_1 (8.8%), ha_1 (5.9%)
* Total CTS buffers at 5
* First-pass GRT wire length at 5650 um
* Slew of the pin with the lowest slew margin at 0.431 ns
* TritonCTS Sinks at 38
* Number of max-cap violations at 0
* Top cells by count, synth: edfxtp_1 (32), inv_1 (13), a222oi_1 (8), ha_1 (8), mux2i_1 (8)
* Dpl ws at -0.193 ns
* Clock slew at reported path FFs at 0.07 ns
* Period minus WS final at 2.04 ns
* Clk_skew at 0.00395 ns
* Synth unique cells at 29
* Crit share post-route at 1.07
* Hold crit path type: input port to async pin
* I/O pin total at 22
* Max Clk Rate at 491 MHz
* Status: complete, but fails checks
* Yosys top cell by area: edfxtp_1
* Slew Viols, Final at 0
* Critical Path RT at 1.52 ns
* Share of the synthesized area in the top cell type at 0.563
* Static Leak at 0.908 nW
* Yosys Chip Area at 1710 um2
* Setup ws final at -0.137 ns
* DPL Wire Length at 2490 um
* Vias in the first global route at 1163
* Flop-to-flop setup slack at 0.15 ns
* Ys flop type: edfxtp_1
* Clock H-tree levels at 2
* Area growth, synth to finish at 39.3%
* Number of enable flip-flop cells at 32
* TritonCTS clock tree: yes
* RD Place Congestion at 0.754
* Synth Warn # at 2
* CP Data Arrival Time at 1.66 ns
* Residual DRC count at 0
* Fin util at 0.274
* Synthesized instance count at 112
* Final setup vio count at 9
* Share of post-route cells with drive strength above 1 at 0.383
* Count leader, synth: edfxtp_1
* Vias at 1065
* CP Class: flip-flop to output pin
* Rel. slew slack at 0.711
* Antenna Nets Post-Route at 0
* Final Hold Viols at 0
* CP Max Fanout at 8
* PwrDens at 1460 nW/um2
flip-flops by register name, summed over array words and instances, names as in the netlist:
signal and flops:
mem 32, rptr 3, wptr 3
what timing repair did:
item                                    CTS  global route
pin swaps                                11             8
gates resized                            53             1
hold endpoints to repair                  0             0
endpoints found under the setup margin   10            10
setup buffers                             5             2
power by group:
part | switching, mW | total [mW] | internal, mW
clock | 0.274 | 0.524 | 0.251
sequential | 0.120 | 1.17 | 1.05
combinational | 0.752 | 1.77 | 1.02
worst max-delay path by stage:
stage	start	endpoint	slack [ns]	depth (start not counted)
5_1_grt	rptr[1]	rdata[4]	-0.25	5
4_1_cts	rptr[1]	rdata[3]	-0.18	5
6_report	rptr[1]	rdata[3]	-0.14	5
placed cells by master, fill, tap and decap left out, types with 2 or more instances in the layout:
master | synthesis | layout
buf_6 | 0 | 7
nor2_4 | 1 | 2
buf_4 | 0 | 19
nand3_1 | 2 | 2
ha_4 | 0 | 4
a31oi_4 | 2 | 2
xor2_2 | 1 | 2
dfrtp_2 | 0 | 2
inv_2 | 0 | 2
mux2i_1 | 8 | 8
edfxtp_1 | 32 | 32
xnor2_1 | 3 | 3
clkbuf_8 | 0 | 5
ha_1 | 8 | 4
buf_2 | 1 | 10
dfrtp_1 | 6 | 4
o21ai_0 | 2 | 2
and3_1 | 4 | 4
inv_1 | 13 | 11
clkdlybuf4s50_1 | 0 | 11
a222oi_1 | 8 | 8
mux2_4 | 2 | 2
kinds of logic after synthesis:
kind of cell	after synthesis	share of synthesized area
flops	38	0.652
buf+inv	19	0.0433
fa+ha+maj	8	0.0587
compound gates	17	0.101
simple gates	14	0.0462
mux	10	0.0646
xor+xnor	6	0.0352
routing by layer:
layer / track usage / part of all wire / up-vias
li1: - / - / 513
met1: 0.0654 / 0.41 / 515
met2: 0.0885 / 0.48 / 29
met3: 0.0175 / 0.069 / 8
met4: 0.0142 / 0.035 / 0
met5: 0 / 0 / -
cell type report:
class / count / area (um2)
clock inverter: 3 / 16.3
sequential: 38 / 1110
fill: 895 / 6300
inverter: 13 / 48.8
multi-input combinational: 55 / 591
timing repair buffer: 48 / 402
tap: 108 / 135
clock buffer: 5 / 68.8
per-stage QoR:
step | hold WS, ns | setup TNS, ns | power, mW | cell area [um2] | std cells
4_1_cts | 0.507 | -0.870 | 3.47 | 2360 | 268
2_1_floorplan | 0.0844 | 0 | 1.93 | 1710 | 112
3_5_place_dp | 0.637 | -1.58 | 2.73 | 2190 | 255
5_1_grt | 0.531 | -1.52 | 3.71 | 2370 | 270
6_report | 0.499 | -0.640 | 3.46 | 2370 | 270
3_3_place_gp | 0.631 | -1.47 | 2.73 | 2190 | 255
critical path, stage by stage, from the launching register on:
cell and delay [ns]:
dfrtp_2 0.47, ha_4 0.22, buf_6 0.12, a222oi_1 0.31, mux2i_1 0.12, buf_2 0.13
Power is estimated from default activity; no workload was simulated.
