[./design.v]
`timescale 1ns / 1ps
package amba_pkg;
	parameter DWIDTH         = 32                ;
	parameter AWIDTH         = 32                ;
	parameter TCLK           = 10                ;
	parameter MEM_HEIGHT     = 1024              ;
	parameter MEM_WIDTH      = 32                ;
	parameter MEM_ADDR_WIDTH = $clog2(MEM_HEIGHT);
	parameter SWIDTH         = 16                ;
	parameter S_ADDR_WIDTH   = $clog2(SWIDTH)    ;
	parameter input_filepath = "C:/Users/AK124602/Documents/Vivado/2021.2/ahb_v1/scripts/python/in_instr.mem";
	parameter output_filepath = "C:/Users/AK124602/Documents/Vivado/2021.2/ahb_v1/scripts/python/out.mem";
endpackage : amba_pkg
`timescale 1ns / 1ps
package ahb_fir_pkg;
	parameter DWIDTH         = 32                ;
	parameter AWIDTH         = 32                ;
	parameter TCLK           = 10                ;
	parameter SWIDTH         = 16                ;
	parameter S_ADDR_WIDTH   = $clog2(SWIDTH)    ;
	parameter input_filepath = "C:/Users/AK124602/Documents/vlsi-repo/ahb_fir/python/in_amba_instr.mem";
	parameter output_filepath = "C:/Users/AK124602/Documents/vlsi-repo/ahb_fir/python/out_wave.mem";
	parameter MEM_HEIGHT     = 1024              ;
	parameter MEM_WIDTH      = 32                ;
	parameter MEM_ADDR_WIDTH = $clog2(MEM_HEIGHT);
	parameter incoefs_filepath = "C:/Users/AK124602/Documents/vlsi-repo/ahb_fir/python/in_coefs.mem";
	parameter BIT_PREC = 8;
	parameter TAPS = 20;
	parameter OUT_SIZE = 2*BIT_PREC+$clog2(TAPS-1);
endpackage : ahb_fir_pkg
`timescale 1ns / 1ps
package fir_pkg;
	parameter TCLK = 2;
	parameter in_wave_filepath = "C:/Users/AK124602/Documents/vlsi-repo/ahb_fir/submodules/fir_plus_fifo/python/inwave.mem";
	parameter in_coefs_filepath = "C:/Users/AK124602/Documents/vlsi-repo/ahb_fir/submodules/fir_plus_fifo/python/incoefs.mem";
	parameter out_wave_filepath = "C:/Users/AK124602/Documents/vlsi-repo/ahb_fir/submodules/fir_plus_fifo/python/outwave.mem";
	parameter DWIDTH   = 32                       ;
	parameter TAPS     = 20                       ;
	parameter BIT_PREC = 8                        ;
	parameter OUT_SIZE = 2*BIT_PREC+$clog2(TAPS-1);
endpackage : fir_pkg
`timescale 1ns / 1ps
package fir_pkg;
	parameter TCLK = 2;
	parameter in_wave_filepath = "C:/Users/AK124602/Documents/vlsi-repo/fir/python/inwave.mem";
	parameter in_coefs_filepath = "C:/Users/AK124602/Documents/vlsi-repo/fir/python/incoefs.mem";
	parameter out_wave_filepath = "C:/Users/AK124602/Documents/vlsi-repo/fir/python/outwave.mem";
	parameter DWIDTH   = 32                              ;
	parameter TAPS     = 20                              ;
	parameter BIT_PREC = 8                               ;
	parameter OUT_SIZE = 2*BIT_PREC+$clog2(TAPS-1);
endpackage : fir_pkg
`timescale 1ns / 1ps
package spi_pkg;
	parameter TCLK = 2;
	parameter input_filepath = "C:/Users/AK124602/Documents/vlsi-repo/new_spi_v8/python/in_instr_2.mem";
	parameter output_filepath = "C:/Users/AK124602/Documents/vlsi-repo/new_spi_v8/python/out.mem";
	parameter DWIDTH     = 32                            ;  
	parameter MEM_WIDTH  = 32                            ;
	parameter MEM_HEIGHT = 1024                          ;
	parameter AWIDTH     = $clog2(MEM_WIDTH*MEM_HEIGHT/8);  
	parameter NSLAVES       = 4                 ;  
	parameter S_ADDR_WIDTH = $clog2(NSLAVES)    ;  
endpackage : spi_pkg
`timescale 1ns / 1ps
package spic_pkg;
	parameter TCLK = 2;
	parameter input_filepath = "C:/Users/AK124602/Documents/vlsi-repo/spic/python/in_instr.mem";
	parameter output_filepath = "C:/Users/AK124602/Documents/vlsi-repo/spic/python/out.mem";
	parameter DWIDTH = 32;  
	parameter MEM_WIDTH  = 32  ;
	parameter MEM_HEIGHT = 1024;
	parameter AWIDTH     = 32                     ;  
	parameter INSTR_SIZE = AWIDTH+DWIDTH+6        ;  
	parameter S_DATA_SIZE  = INSTR_SIZE-S_ADDR_WIDTH;  
	parameter NSLAVES      = 4              ;  
	parameter S_ADDR_WIDTH = $clog2(NSLAVES);  
endpackage : spic_pkg
`timescale 1ns / 1ps
import ahb_fir_pkg::*;
module ahb_master (
	input  logic                             clk          ,
	input  logic                             rst_n        ,
	input  logic [(DWIDTH+AWIDTH+3+2+1)-1:0] amba_instr   ,
	input  logic                             amba_en      ,
	output logic                             amba_wr_flg  ,
	output logic                             instr_rd     ,
	output logic [               DWIDTH-1:0] amba_slv_data,
	output logic [               AWIDTH-1:0] amba_slv_addr,
	input  logic                             hready       ,
	input  logic [               DWIDTH-1:0] hrdata       ,
	output logic [               AWIDTH-1:0] haddr        ,
	output logic                             hwrite       ,
	output logic [                      2:0] hsize        ,
	output logic [                      1:0] htrans       ,
	output logic [               DWIDTH-1:0] hwdata
);
	logic hwrite_1;
	logic valid_transaction;
	assign instr_rd = hready;
	assign amba_slv_data = hrdata;
	assign amba_wr_flg = hready && (~hwrite_1) && valid_transaction;
	always_ff @(posedge clk or negedge rst_n) begin
		if (~rst_n) begin
			hwrite_1      <= '1;   
			amba_slv_addr <= '0;
		end else if (hready) begin
			if (amba_en) begin
				valid_transaction <= 1'b1;
				hwrite_1      <= hwrite;  
				amba_slv_addr <= amba_instr[DWIDTH+AWIDTH-1:DWIDTH];
			end else begin
				valid_transaction <= 1'b0;
			end
		end
	end
	assign haddr  = amba_en ? amba_instr[DWIDTH+AWIDTH-1:DWIDTH] : '0;
	assign hwrite = amba_en ? amba_instr[DWIDTH+AWIDTH+2+3] : '0;
	assign hsize  = amba_en ? amba_instr[DWIDTH+AWIDTH+2+3-1:DWIDTH+AWIDTH+2] : '0;
	assign htrans = amba_en ? amba_instr[DWIDTH+AWIDTH+2-1:DWIDTH+AWIDTH] : 2'b00;
	always_ff @(posedge clk) begin
		if ((hwrite)&&(hready)) begin
			case (hsize)
				0 : begin  
					hwdata <= {4{amba_instr[8-1:0]}};
				end
				1 : begin  
					hwdata <= {2{amba_instr[16-1:0]}};
				end
				2 : begin  
					hwdata <= amba_instr[DWIDTH-1:0];
				end
			endcase
		end
	end
endmodule
[./run.sh]
#!/bin/bash
# OpenROAD 26Q1-2900-gdf79404cd8, Yosys 0.63+post, stock flow scripts
make -C /OpenROAD-flow-scripts/flow DESIGN_CONFIG=/design/flow/config.mk WORK_HOME=/design/flow/orfs finish
[./config.mk]
export PLATFORM = sky130hd
export DESIGN_NAME = ahb_master
export DESIGN_NICKNAME = ahb_master
export VERILOG_FILES = /design/flow/design.v
export SDC_FILE = /design/flow/constraint.sdc
export NUM_CORES = 4
export LEC_CHECK = 1
export CORE_UTILIZATION = 30
[./constraint.sdc]
current_design ahb_master

set clk_period 1.5
set clk_io_pct 0.2

create_clock -name clk0 -period $clk_period [get_ports {clk}]

set non_clock_inputs [all_inputs -no_clocks]
set_input_delay [expr $clk_period * $clk_io_pct] -clock clk0 $non_clock_inputs
set_output_delay [expr $clk_period * $clk_io_pct] -clock clk0 [all_outputs]
==> run notes <==
Physical design

The run finished with clean final reports. The stage-log warning count stands at 26. In the final run the clock tree shows a worst skew of 0 ns.

The remaining antenna violation count after routing stands at 0. STA classifies the critical path endpoint as a primary output. The share of total power in sequential cells stands at 45.3%. The transition time recorded at the tightest slew-check pin is 0.644 ns.

The number of design-rule violations left by the first detailed-router iteration stands at 53. The root buffer cell chosen for the clock tree is sky130_fd_sc_hd__clkbuf_8. The die covers 11100 µm². The maximum vdd drop stands at 0.504 mV. The register area share after synthesis stands at 57.0%. Final hold analysis gives a worst-case slack of 0.318 ns. Setup repair after global routing left no endpoint under its margin. The critical path is of the in2out type.

The type recorded for the worst min-delay path is in2reg. The final timing report counts setup violations totalling 0. The number of library cell types mapped by synthesis stands at 19.

On the worst setup and hold paths after CTS, the clock-pin slew comes to 0.07 ns. For this run, the leading register cell type out of synthesis is sky130_fd_sc_hd__edfxtp_1. The pin count of the biggest net entering global routing stands at 34.

The die extent in x stands at 105 µm. The average wire length per cell after detail routing stands at 14.7 µm. The met1 global-route usage stands at 22.2%. Looking at the clock tree report, the H-tree level count equals 3.

The synthesized cell area stands at 3190 µm². The count of buffer and inverter cells on the critical path stands at 3. The first global-routing pass estimated 13.2 mm of wire. The power per unit of standard cell area stands at 867 nW/µm². The DRC violation total left in the routed layout is recorded as 0. The top-level port count stands at 242. CTS reports a maximum clock tree buffer depth of 2.

STA classifies the critical path startpoint as an input port. Using the TritonRoute via totals, the vias-per-cell ratio works out to 4.49. The count of mapped cells out of synthesis stands at 242. The reported net switching power stands at 1.01 mW.

The hold violation total from the final report stands at 0. Clock latency on the worst-skew pair, taken at its later pin, is 0.33 ns. The worst reg-to-reg path cell count stands at 2. The via count stands at 2528. Dividing the final minimum period by the clock period gives 97.2%. The placement row count stands at 37. The placed wire-length estimate after detailed placement stands at 5.88 mm. Walking the worst path, the cells encountered are clkbuf_4 -> buf_4 -> and2_1 -> clkdlybuf4s50_1.

The clock share of power stands at 34.6%. Grouping stages by cell kind, the critical path spends the most delay in buffers and inverters. STA puts the critical path data arrival time at 1.16 ns. The worst hold path terminates at valid_transaction.

For reference, the top cells by count after synthesis are sky130_fd_sc_hd__mux2_2 (49), sky130_fd_sc_hd__and2_1 (39), sky130_fd_sc_hd__buf_4 (33), sky130_fd_sc_hd__edfxtp_1 (33), sky130_fd_sc_hd__dfrtp_1 (32). TritonCTS built the clock tree. The number of global-route vias before repair was 2589.

Global routing used 4.96% of the available met3 tracks. A synthesized cell averages 13.2 µm². Counting flops with a built-in enable in the synthesized netlist gives 33. Summed over all layers, the routed wires come to 8.28 mm. Looking at area per cell type in the netlist, the leader is sky130_fd_sc_hd__edfxtp_1. Yosys reported that registers with async set or reset make up 50.0%.

The cell area after placement stands at 5140 µm². The summed standard-cell area reported by yosys stands at 3190 µm². The share of total power dissipated in combinational logic is 20.1%. The top-area cell type share of the netlist area stands at 31.0%. Looking at the reg2reg group, the worst path ends at amba_slv_addr[21]. The longest individual stage delay on the worst path stands at 0.49 ns.

The max-slew headroom at the worst pin stands at 56.8%. The cell depth of the worst hold path stands at 2. The switching part of the total stands at 21.5%. The post-route netlist has 25.8% of its cells at a drive strength greater than 1. The number of register bits inferred by synthesis stands at 66. The placer's final routability congestion estimate stands at 0.739. In this build the clock could be raised as far as 686 MHz.

The global-route met2 utilization stands at 24.8%. The final layout report lists a filler cell count of 906. STA lists the maximum fanout along the critical path as 7. Compared with the post-synthesis result, the final layout area differs by 70.2%. The number of clock buffers added by TritonCTS is 9. Per the STA report, the cell with the highest stage delay on the worst path is sky130_fd_sc_hd__clkdlybuf4s50_1. The internal power stands at 3.70 mW. The startpoint identified for the worst register-to-register timing path is amba_slv_addr[21]. The final antenna diode count stands at 0. Buffers placed on the I/O ports in this run total 177.

At the floorplan stage, the core utilization is reported as 30.9%. The number of warnings printed during yosys synthesis stands at 1. Before antenna repair, the detailed router went through 4 iterations.

Across all register-to-register paths, the minimum setup slack is 0.64 ns. In this run the most used layer during global routing was met2. The initial antenna violation count is 0. Summed over all cells, the static leakage comes to 2.38 nW.

After routing the design area is 5430 µm². Per the final report, max-transition violations number 0. The final critical delay including setup and external delays stands at 1.46 ns.

According to the floorplan report, the placeable core area is 10300 µm². The clock net in this run drives a total of 66 sinks. Overall routing resource usage recorded by global route was 15.8%. STA puts the critical path data required time at 1.20 ns.

According to the floorplan report, the die height is 105 µm. The main area contributors are sky130_fd_sc_hd__edfxtp_1 (31%), sky130_fd_sc_hd__dfrtp_1 (25%), sky130_fd_sc_hd__mux2_2 (17%). The launch point of the worst min-delay path is recorded as amba_en. After synthesis, the design contains 242 cells according to Yosys.

The final total power stands at 4.71 mW. The post-cts hold-fix buffer tally stands at 0. Max-cap violations in this run came to 0. Looking at the gate-level netlist, the highest instance count belongs to sky130_fd_sc_hd__mux2_2. The total grt overflow stands at 0.
==> final cells by class <==
cell class / count / area, µm² / area share (%)
clock buffers: 9 / 124 / 2.28
clock inverters: 7 / 92.6 / 1.70
multi-input cells: 130 / 1070 / 19.7
flip-flops and latches: 66 / 1820 / 33.5
well taps: 136 / 170 / 3.13
repair buffers: 215 / 2160 / 39.8
==> flip-flops by register name (all words and copies together), names as in the netlist <==
register,flops
hwdata,32
valid_transaction,1
hwrite_1,1
amba_slv_addr,32
==> routing by layer <==
layer | part of all wire, % | vias up
met3 | 11 | 28
met2 | 47 | 148
li1 | - | 1195
met1 | 40 | 1157
met4 | 2.3 | 0
met5 | 0 | -
==> placed cells by master (no fill, tap or decap), drive strengths merged <==
cell type / instances
a221o: 8
nand3: 9
a21oi: 1
nand2: 10
clkbuf: 11
edfxtp: 33
buf: 41
clkdlybuf4s50: 111
mux2: 49
or3b: 1
xor2: 1
nor2b: 1
dlymetal6s2s: 23
clkinvlp: 2
inv: 1
o21ai: 9
dlygate4sd2: 38
bufinv: 2
dfrtp: 32
and3b: 2
and2: 39
clkinv: 2
dfstp: 1
==> cell families (layout without fill, tap and decap cells) <==
logic type / after synthesis / count (layout) / synth area share (%)
AND-OR/OR-AND: 18 / 18 / 4.08
XOR/XNOR: 1 / 1 / 0.274
buffers and inverters: 46 / 231 / 9.92
flip-flops: 66 / 66 / 57.0
multiplexers: 49 / 49 / 17.3
AND/OR/NAND/NOR: 62 / 62 / 11.5
==> how the worst max path moves through the flow <==
stage                     start                 to  cells after the start
CTS              amba_instr[68]           hsize[2]                      3
global route  amba_slv_addr[14]  amba_slv_addr[14]                      1
finish           amba_instr[67]           hsize[1]                      4
==> worst register-to-register path: stages, from the launching register on <==
cell	delay [ns]
sky130_fd_sc_hd__dfrtp_1	0.37
sky130_fd_sc_hd__buf_4	0.13
sky130_fd_sc_hd__mux2_2	0.25
==> through the flow <==
step,setup WS [ns],setup TNS (ns),util [%],cells
after floorplan,-0.0525,-1.68,-,242
after global placement,-0.539,-50.34,49.8,544
after detailed placement,-0.562,-54.07,49.8,544
after CTS,0.00188,0,51.8,562
after global routing,0.00224,0,52.6,563
final,0.0420,0,52.6,563
==> repair_timing <==
action	CTS	global route
endpoints found under the setup margin	94	45
gates cloned	2	0
pin swaps	16	0
buffers inserted	0	1
resized	65	30
==> power groups by stage <==
| stage | logic (mW) | registers (mW) | clock network [mW] |
|---|---|---|---|
| 4_1_cts | 0.990 | 2.14 | 1.70 |
| 5_1_grt | 1.04 | 2.16 | 1.76 |
| 6_report | 0.947 | 2.13 | 1.63 |
Power is estimated from default activity; no workload was simulated.
